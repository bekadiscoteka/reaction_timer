### flow/design.v
module bcd2sseg (
    input wire [15:0] bcd_in,  
    output reg [6:0] seg0,     
    output reg [6:0] seg1,     
    output reg [6:0] seg2,     
    output reg [6:0] seg3      
);
    function [6:0] bcd_to_sseg;
        input [3:0] bcd;
        begin
            case (bcd)
                4'd0: bcd_to_sseg = 7'b0111111;  
                4'd1: bcd_to_sseg = 7'b0000110;  
                4'd2: bcd_to_sseg = 7'b1011011;  
                4'd3: bcd_to_sseg = 7'b1001111;  
                4'd4: bcd_to_sseg = 7'b1100110;  
                4'd5: bcd_to_sseg = 7'b1101101;  
                4'd6: bcd_to_sseg = 7'b1111101;  
                4'd7: bcd_to_sseg = 7'b0000111;  
                4'd8: bcd_to_sseg = 7'b1111111;  
                4'd9: bcd_to_sseg = 7'b1101111;  
                default: bcd_to_sseg = 7'b0000000;  
            endcase
        end
    endfunction
    always @(*) begin
        seg0 = ~bcd_to_sseg(bcd_in[3:0]);    
        seg1 = ~bcd_to_sseg(bcd_in[7:4]);    
        seg2 = ~bcd_to_sseg(bcd_in[11:8]);   
        seg3 = ~bcd_to_sseg(bcd_in[15:12]);  
    end
endmodule
### flow/config.mk
export PLATFORM = sky130hd
export DESIGN_NAME = bcd2sseg
export DESIGN_NICKNAME = bcd2sseg
export VERILOG_FILES = /design/flow/design.v
export SDC_FILE = /design/flow/constraint.sdc
export NUM_CORES = 4
export LEC_CHECK = 1
export CORE_AREA = 10 10 71 71
export DIE_AREA = 0 0 81 81
### flow/run.sh
#!/bin/bash
# OpenROAD 26Q1-2900-gdf79404cd8, Yosys 0.63+post, stock flow scripts
make -C /OpenROAD-flow-scripts/flow DESIGN_CONFIG=/design/flow/config.mk WORK_HOME=/design/flow/orfs finish
### flow/constraint.sdc
current_design bcd2sseg

set clk_period 1.0
set clk_io_pct 0.2

create_clock -name clk0 -period $clk_period

set non_clock_inputs [all_inputs -no_clocks]
set_input_delay [expr $clk_period * $clk_io_pct] -clock clk0 $non_clock_inputs
set_output_delay [expr $clk_period * $clk_io_pct] -clock clk0 [all_outputs]
==> results_dict.tcl <==
# implementation run metrics
set metrics [dict create \
    status "complete, but fails checks" \
    violations "negative setup slack" \
    ys_seq_share_pct 0 \
    drt-initial-drc-count 36 \
    cap_violations 0 \
    grt_max_degree 10 \
    core_area_mm2 0.00363 \
    ir_drop_mv 0.195 \
    via_per_inst 4.31 \
    gp_congestion 0.819 \
    io_buffers 44 \
    routedWlPerCell_um 12.9 \
    ff_count 0 \
    cp.required_ns 0.80 \
    power_mw 0.798 \
    hold_viol_final 0 \
    antenna_found_initial 0 \
    hp-start "bcd_in[10]" \
    start_kind "input port" \
    end_kind "output port" \
    fmax_ghz 0.766 \
    fp_util_pct 20.6 \
    leakagePower_nw 0.882 \
    place_inst 224 \
    ys_cells 111 \
    combGateArea_mm2 0.00102 \
    worst_pin_slew_ns 0.203 \
    die_x_um 81 \
    fin_crit_ns 1.31 \
    synth_warnings 1 \
    drtAntennaViolNets 0 \
    syn_inst 111 \
    syn-cell-area_um2 749 \
    layout-drive-gt1-share_pct 80.5 \
    crit_type "input port to output port" \
    diodes 0 \
    area_growth_pct 164 \
    vias 1068 \
    cellPowerDensity_mw_per_mm2 402 \
    avgSynthCellArea_um2 6.75 \
    dp_hpwl_um 2150 \
    fp.dieH_um 81 \
    hold_path_class "input port to output port" \
    cp_max_fo 3 \
    grt_pass1_vias 1095 \
    rsz0062_at_grt "true" \
    grt-ovfl-total 0 \
    firstDrtPassIters 4 \
    yosysUniqueCellTypes 16 \
    clock_buffers 0 \
    maxSlewViolCount 0 \
    dieArea_mm2 0.00656 \
    fin_util_pct 54.5 \
    wl_um 3190 \
    yosysChipArea_um2 749 \
    crit_start "bcd_in[5]" \
    setup_tns_ns -4.78 \
    fin_ws_ns -0.306 \
    cp.arrival_ns 1.11 \
    layoutNonFillerInstCount 248 \
    n_fill_cell 297 \
    post-route-drc-count 0 \
    slew_headroom_pct 86.4 \
    grt_pass1_wl_um 5010 \
    finalSetupViolations 28 \
    track_usage_pct 9.00 \
    rows 22 \
    min_period_over_period_pct 131 \
    warnings 50 \
    pre_cts_slack_ns -1.01 \
    pin_count 44 \
    seqCellArea_um2 0 \
]
report_power, final:
part | leakage [nW] | switching (mW) | internal (mW)
logic | 0.882 | 0.343 | 0.454
registers | 0 | 0 | 0
clock network | 0 | 0 | 0
total | 0.882 | 0.343 | 0.454
cells in the final DEF (no fill, tap or decap), drive strengths merged:
| cell type | netlist | routed |
|---|---|---|
| xor2 | 3 | 3 |
| a21boi | 1 | 1 |
| nor2 | 12 | 12 |
| clkdlybuf4s15 | 0 | 1 |
| or2 | 4 | 4 |
| nand2b | 8 | 8 |
| ha | 20 | 20 |
| clkinv | 0 | 1 |
| dlygate4sd2 | 0 | 1 |
| inv | 19 | 18 |
| nor3 | 1 | 1 |
| a21oi | 17 | 17 |
| clkbuf | 0 | 1 |
| a31oi | 6 | 6 |
| a22oi | 3 | 3 |
| nand2 | 2 | 2 |
| o21ai | 12 | 12 |
| buf | 3 | 89 |
area by class of cell:
cell class                 instances  area share [%]
timing repair buffer              92            39.6
tap                               48            3.03
inverter                          19            6.12
multi-input combinational         89            51.3
metal layers:
metal	global-route usage [%]	part of all wire [%]
met1	12.2	47
met2	15.0	47
met3	2.12	5.7
met4	0	0
met5	0	0
metrics by stage:
stage	hold WS [ns]	area [µm²]
final	0.742	1980
after floorplan	0.431	749
after global placement	1.46	1400
after global routing	0.770	1980
after detailed placement	1.45	1400
after CTS	0.742	1840
final timing paths:
| path | to | slack [ns] | depth (start not counted) |
|---|---|---|---|
| max | seg1[3] | -0.31 | 8 |
| min | seg2[3] | 0.74 | 3 |
worst max-delay path, cell delays in order:
cell	delay, ns
buf_8	0.09
inv_8	0.03
ha_4	0.13
or2_1	0.21
a21oi_2	0.16
buf_4	0.13
a31oi_1	0.03
buf_2	0.12
synth_stat cells:
| cell type | number | area share [%] |
|---|---|---|
| ha_1 | 20 | 33 |
| inv_1 | 19 | 9.5 |
| a21oi_1 | 14 | 9.3 |
| nor2_1 | 12 | 6.0 |
| o21ai_0 | 11 | 7.3 |
| nand2b_1 | 8 | 6.7 |
| a31oi_1 | 6 | 5.0 |
| or2_1 | 4 | 3.3 |
| a21oi_2 | 3 | 3.5 |
| a22oi_1 | 3 | 3.0 |
| buf_6 | 3 | 4.5 |
| xor2_1 | 3 | 3.5 |
| nand2_1 | 2 | 1.0 |
| a21boi_0 | 1 | 1.0 |
| nor3_4 | 1 | 2.2 |
| o21ai_1 | 1 | 0.67 |
timing repair:
| item | 4_1_cts | 5_1_grt |
|---|---|---|
| hold buffers | 0 | 0 |
| endpoints found under the hold margin | 0 | 0 |
| pin swaps | 42 | 23 |
| setup endpoints to repair | 28 | 28 |
| buffers inserted | 19 | 6 |
| resized | 278 | 31 |
logic make-up (layout without fill, tap and decap cells):
family	Yosys count	after routing	share of synthesized area, %
AND-OR/OR-AND	39	39	29.9
XOR/XNOR	3	3	3.51
adder cells (fa/ha/maj)	20	20	33.4
buffers and inverters	22	111	14.0
AND/OR/NAND/NOR	27	27	19.2
Power and IR drop assume default switching activity.
