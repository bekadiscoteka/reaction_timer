$ cat /design/flow/run.sh
#!/bin/bash
# OpenROAD 26Q1-2900-gdf79404cd8, Yosys 0.63+post, stock flow scripts
make -C /OpenROAD-flow-scripts/flow DESIGN_CONFIG=/design/flow/config.mk WORK_HOME=/design/flow/orfs finish
$ cat /design/flow/config.mk
export PLATFORM = sky130hd
export DESIGN_NAME = heart_beats
export DESIGN_NICKNAME = heart_beats
export VERILOG_FILES = /design/flow/design.v
export SDC_FILE = /design/flow/constraint.sdc
export NUM_CORES = 4
export LEC_CHECK = 1
export CORE_AREA = 10 10 101 101
export DIE_AREA = 0 0 111 111
$ cat /design/flow/constraint.sdc
current_design heart_beats

set clk_period 4.9
set clk_io_pct 0.2

create_clock -name clk0 -period $clk_period [get_ports {clk_50MHz}]

set non_clock_inputs [all_inputs -no_clocks]
set_input_delay [expr $clk_period * $clk_io_pct] -clock clk0 $non_clock_inputs
set_output_delay [expr $clk_period * $clk_io_pct] -clock clk0 [all_outputs]
$ cat /design/flow/design.v
module heart_beats(
	output reg [7:0] 
	sseg5, sseg4, sseg3, sseg2, sseg1, sseg0,
	input clk_50MHz, reset
);
	reg [22:0] counter;
	reg [(8*6)-1:0] next_s;
	always @(posedge clk_50MHz, posedge reset) begin
		if (reset) begin
			counter <= 0;
			{sseg5, sseg4, sseg3, sseg2, sseg1, sseg0} <= S0;
		end
		else begin
			if (counter == 23'd4_300_000) begin  
			   	counter <= 0;
				{sseg5, sseg4, sseg3, sseg2, sseg1, sseg0} <= next_s;
			end
			else counter <= counter + 1;
		end
	end
	localparam 
	S0 = {8'b1111_1111, 8'b1111_1111, 8'b1111_1001, 
		8'b1100_1111, 8'b1111_1111, 8'b1111_1111},
	S1 = {8'b1111_1111, 8'b1111_1111, 8'b1100_1111, 
		8'b1111_1001, 8'b1111_1111, 8'b1111_1111},
	S2 = {8'b1111_1111, 8'b1111_1001, 8'b1111_1111, 
		8'b1111_1111, 8'b1100_1111, 8'b1111_1111},
	S3 = {8'b1111_1111, 8'b1100_1111, 8'b1111_1111, 
		8'b1111_1111, 8'b1111_1001, 8'b1111_1111},
	S4 = {8'b1111_1001, 8'b1111_1111, 8'b1111_1111, 
		8'b1111_1111, 8'b1111_1111, 8'b1100_1111},
	S5 = {8'b1100_1111, 8'b1111_1111, 8'b1111_1111, 
		8'b1111_1111, 8'b1111_1111, 8'b1111_1001};
	always @* begin
		case ({sseg5, sseg4, sseg3, sseg2, sseg1, sseg0}) 
			S0 : next_s = S1;
			S1 : next_s = S2;
			S2 : next_s = S3;
			S3 : next_s = S4;
			S4 : next_s = S5;
			default : next_s = S0;
		endcase
	end
endmodule
==> flow_summary.toml <==
# generated from flow reports
[route]
first_pass_iters = 7
drtIter0Drc = 41
vias = 1173
drcViolationCount = 0
vias_per_cell = 3.95
final_antenna_net_count = 0
routedWlPerCell_microns = 11.2
diodes = 0
drt-total-wl_microns = 3310

[place]
portBuffers = 25
preCtsSetupSlack_ps = 2690
dp_hpwl_microns = 2500
place_congestion = 0.806
place_area_sq_um = 1930
dp_cells = 289

[run]
drv_cap = 0
warnings = 26

[final_timing]
finalCritPeriodShare = 0.487
worstMarginPinSlew_ps = 772
fin_tns_setup_ps = 0
setup_viol = 0
slew_viol_final = 0
hold_violations = 0
fin_skew_ps = 7.19
rsz0062_at_grt = "no"
period_needed_ps = 2390
relSlewSlack = 0.481
max_freq_mhz = 419
layout_setup_ws_ps = 2510

[worst_hold_path]
hp-class = "flip-flop to flip-flop"

[global_routing]
grt_overflow = 0
grt_pass1_vias = 1190
antenna_found_initial = 0
grt.total_usage = 0.0530
grt_max_degree = 30
grt_pass1_wl_microns = 5780

[setup_path]
crit_path_end_kind = "output pin"
crit_fanout = 11
crit_chain = "clkdlybuf4s50_1"
crit_buf_inv = 1
arrival_ps = 1410
cp-start-kind = "flip-flop"
criticalPathCategory = "flip-flop to output pin"
cp_top_family = "flip-flops"
critPathSlowestCell = "dfstp_2"
max_stage_delay_ps = 620
crit_required_ps = 3920

[clock_network]
root_buffer = "clkbuf_8"
cts_resized = 0
clkLatencyLatePin_ps = 280
cts_buffers = 5
htree_levels = 2
cts-hold-fix-buffers = 0
clkTransAtPathRegs_ps = 60
cts_tree = "built"
max-clock-path-buffers = 2
clock_sinks = 29
postCtsSetupBuffers = 0

[logic_synthesis]
ys_chip_area_sq_um = 1770
synthCells = 178
ys_seq_elements = 29
yosysWarningCount = 1
yosys.area.top_type_share = 0.339
syn_area_per_cell_sq_um = 9.95
yosysTopAreaCell = "dfrtp_1"
netlist_area_sq_um = 1770
seq_area_frac_synth = 0.413
yosys_cells = 178
area_leaders = "dfrtp_1 34%, buf_4 18%, xnor2_1 9.4%"
synth_cell_types = 32

[status]
status = "finished clean"

[die]
core_area_sq_um = 8130
die-area_sq_um = 12300
fp_util = 0.218
die-height_microns = 111
io_pins = 50
fp-row-count = 33
die_w_microns = 111

[finish]
drive_gt1_frac = 0.141
area_growth_pct = 14.6
final_area_sq_um = 2030
layout.cells.non_filler = 297

[pwr]
power_density_nw_per_um2 = 227
p_leak_nw = 0.841
ir_drop_mv = 0.113
[per-layer routing]
metal | GRT usage | part of all wire | vias up
li1 | - | - | 575
met1 | 0.0708 | 0.46 | 553
met2 | 0.0818 | 0.46 | 38
met3 | 0.0203 | 0.073 | 7
met4 | 0.00694 | 0.012 | 0
met5 | 0 | 0 | -
[registers in the layout, summed over array words and instances, names as in the netlist]
name and count:
sseg0 2, sseg4 2, sseg2 2, counter 23
[placed cells by master, fill, tap and decap left out, types with 2 or more instances in the layout]
| cell | count |
|---|---|
| a21oi_1 | 2 |
| and3_1 | 4 |
| buf_4 | 2 |
| clkbuf_8 | 7 |
| clkdlybuf4s50_1 | 25 |
| conb_1 | 24 |
| dfrtp_1 | 24 |
| dfstp_2 | 5 |
| ha_1 | 2 |
| inv_1 | 6 |
| mux2_2 | 6 |
| nand2_1 | 7 |
| nand3_1 | 11 |
| nand4_1 | 5 |
| nand4_2 | 2 |
| nand4b_1 | 5 |
| nor2_1 | 12 |
| nor3_1 | 4 |
| nor4_1 | 5 |
| nor4b_1 | 2 |
| xnor2_1 | 19 |
[stage by stage]
step | power, mW | hold WS, ps | utilization
after global routing | 0.481 | 525 | 0.250
after detailed placement | 0.252 | 487 | 0.237
after global placement | 0.252 | 483 | 0.237
after CTS | 0.468 | 506 | 0.250
after floorplan | 0.261 | 460 | -
final | 0.461 | 508 | 0.250
[power breakdown]
part / switching (mW) / internal [mW] / leakage, nW
registers: 0 / 0.240 / 0.377
logic: 0.00566 / 0.00128 / 0.410
clock network: 0.0873 / 0.127 / 0.0542
total: 0.0929 / 0.368 / 0.841
[cells by family after synthesis]
family,synth area share
adders and majority gates,0.0141
DFF,0.413
muxes,0.0381
other,0.00212
and+or+nand+nor,0.214
buffers and inverters,0.196
xor gates and xnor gates,0.0989
AOI/OAI and AO/OA,0.0233
[path summary, 6_finish.rpt]
kind | start | end | slack, ps | cells past startpoint
worst max-delay path | sseg2[2] | sseg2[1] | 2510 | 1
worst min-delay path | counter[21] | counter[21] | 510 | 1
worst max register to register | counter[14] | sseg2[4] | 2670 | 5
worst min register to register | counter[21] | counter[21] | 510 | 1
max in group asynchronous | reset | sseg4[2] | 3520 | 3
min in group asynchronous | reset | counter[8] | 1070 | 3
[layout make-up]
cell class	instances	area, sq um
Clock inverter	1	5.00
Inverter	6	22.5
Timing Repair Buffer	27	265
Sequential cell	29	732
Clock buffer	7	96.3
Tap cell	105	131
Multi-Input combinational cell	122	778
Fill cell	837	6100
[Yosys cell counts, drive strengths merged]
| cell | instances |
|---|---|
| buf | 44 |
| dfrtp | 24 |
| xnor2 | 19 |
| nor2 | 12 |
| nand3 | 11 |
| nand2 | 7 |
| nand4 | 7 |
| inv | 6 |
| mux2 | 6 |
| dfstp | 5 |
| nand4b | 5 |
| nor3 | 5 |
| nor4 | 5 |
| and3 | 4 |
| a21oi | 3 |
| ha | 2 |
| nor4b | 2 |
| a211o | 1 |
| a31o | 1 |
| and2 | 1 |
| and4 | 1 |
| conb | 1 |
| nor2b | 1 |
| nor4bb | 1 |
| o21ai | 1 |
| or3 | 1 |
| or4 | 1 |
| xor2 | 1 |
Power is estimated from default activity; no workload was simulated.
