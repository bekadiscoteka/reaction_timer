**config.mk**
```make
export PLATFORM = sky130hd
export DESIGN_NAME = mux_192x48
export DESIGN_NICKNAME = mux_192x48
export VERILOG_FILES = /design/flow/design.v
export SDC_FILE = /design/flow/constraint.sdc
export NUM_CORES = 4
export LEC_CHECK = 1
export CORE_AREA = 10 10 245 245
export DIE_AREA = 0 0 255 255
```
**constraint.sdc**
```tcl
current_design mux_192x48

set clk_period 1.5
set clk_io_pct 0.2

create_clock -name clk0 -period $clk_period

set non_clock_inputs [all_inputs -no_clocks]
set_input_delay [expr $clk_period * $clk_io_pct] -clock clk0 $non_clock_inputs
set_output_delay [expr $clk_period * $clk_io_pct] -clock clk0 [all_outputs]
```
**design.v**
```verilog
module mux_192x48(
	output reg [8*6-1:0] out, 
	input [8*6*3-1:0] fourth, third, second, first,
	input [1:0] select
);
	always @* begin
		case (select) 
			2'b00: out = first;
			2'b01: out = second;
			2'b10: out = third;
			2'b11: out = fourth;
			default: out = 0;
		endcase
	end	
endmodule
```
**run.sh**
```bash
#!/bin/bash
# OpenROAD 26Q1-2900-gdf79404cd8, Yosys 0.63+post, stock flow scripts
make -C /OpenROAD-flow-scripts/flow DESIGN_CONFIG=/design/flow/config.mk WORK_HOME=/design/flow/orfs finish
```
==> Implementation_results.wiki <==
=== Physical design figures ===
{| class="wikitable"
! Metric !! Value
|-
| Post-synth area from yosys stat || 0.00115 mm^2
|-
| Netlist area before placement || 0.00115 mm^2
|-
| Average footprint of a synthesized cell || 19.9 um^2
|-
| Post-synth top area share || 0.938
|-
| Minimum clock period || 1.66 ns
|-
| Design Area, Final || 0.00425 mm^2
|-
| Placed instance area || 0.00451 mm^2
|-
| Final-layout fill cell count || 6,493
|-
| Share of cells above drive strength 1 || 0.379
|-
| Maximum number of pins on one net before global-route repair || 17
|-
| Area growth from synthesis to final layout || 268%
|-
| Post-detailed-route DRC marker count || 0
|-
| Vias in the first global route || 2,369
|-
| Core Util, Final || 0.0774
|-
| Die Ht || 255 um
|-
| Number of maximum-capacitance constraint violations || 0
|-
| IO Port Bufs || 242
|-
| Violations in the final reports || setup timing
|-
| Internal power component || 0.632 mW
|-
| Die X-Extent || 255 um
|-
| Pwr Density || 210 mW/mm^2
|-
| Arrival time at the worst endpoint || 1.36 ns
|-
| Overall chip area || 0.0650 mm^2
|-
| Area of the core region || 0.0549 mm^2
|-
| GRT Overall Usage || 0.0386
|-
| Post-route setup TNS || -2.14 ns
|-
| Via Count || 1,964
|-
| Total cells reported by yosys after synthesis || 58
|-
| Worst vdd ir || 0.000113 V
|-
| Boundary pin count || 626
|-
| Area contributors post-synth || sky130_fd_sc_hd__mux4_2, sky130_fd_sc_hd__buf_6, sky130_fd_sc_hd__buf_2
|-
| Post-route worst setup slack || -0.158 ns
|-
| Sequential group share of total power || 0
|-
| Distinct cell type count of the synthesized netlist || 5
|-
| Detailed Routing Iterations Pass 1 || 3
|-
| Overall routed net length || 13,300 um
|-
| HPWL reported at the end of detailed placement || 12,400 um
|-
| Type of origin of the critical path || primary input
|-
| Area taken by flip-flops and latches || 0 um^2
|-
| Worst slew slack as a fraction of its limit || 0.872
|-
| Clock share of power || 0
|-
| Critical Path End Type || primary output
|-
| Site row count || 86
|-
| Switching Fraction || 0.290
|-
| Number of antenna violations at the first check in global routing || 15
|-
| Synth area leader || sky130_fd_sc_hd__mux4_2
|-
| Outcome || finished with violations
|-
| First DRT Iteration DRCs || 33
|-
| Tcrit/Tclk final || 1.11
|-
| Synthesis warning total || 1
|-
| Setup CP Type || in -> out
|-
| Most numerous cell types in the synthesized netlist || sky130_fd_sc_hd__mux4_2, sky130_fd_sc_hd__buf_2, sky130_fd_sc_hd__buf_6
|-
| Standby leakage power || 1.66 nW
|-
| Final number of max-transition violations || 0
|-
| Maximum net fanout on the critical path || 1
|-
| Highest clock frequency the design can meet || 603 MHz
|-
| Class of the tightest hold or removal check || in -> out
|-
| Floorplan utilization || 0.0210
|-
| RePlAce Congestion || 0.852
|-
| Transition time at the pin with the least slew margin || 0.192 ns
|-
| Fin. Hold Viols || 0
|-
| NetSw || 0.258 mW
|-
| Fraction of power consumed by combinational cells || 1.000
|-
| Required time of the critical path || 1.20 ns
|-
| Seq share, synth || 0
|-
| Worst Setup Slack post-DPL || -0.619 ns
|-
| Drt via density || 1.93
|-
| First-pass GRT wire length || 17,300 um
|-
| OpenROAD warnings || 418
|-
| Global-route congestion overflow total || 0
|-
| Synth Instances || 58
|-
| Most frequently used cell type in the post-synthesis netlist || sky130_fd_sc_hd__mux4_2
|-
| Number of clock buffers in the layout || 0
|-
| Final sequential cell count || 0
|-
| RSZ-0062 raised after global routing || yes
|-
| Average wire per standard cell || 13.0 um
|-
| Hold buffers post-CTS || 0
|-
| Setup violation total in the final timing report || 39
|-
| Final ANT Viol Nets || 0
|}
## metrics by stage
step	hold WS (ns)	power, mW	instances
floorplan	0.779	0.265	58
global placement	1.34	1.14	1006
detailed placement	1.34	1.15	1006
CTS	1.09	0.926	1014
global route	1.09	0.968	1014
finish	1.08	0.890	1017
## power groups by stage
stage                 logic (mW)  clock network (mW)  registers (mW)
final                      0.890         0.000000359               0
after global routing       0.968        0.0000000891               0
after CTS                  0.926                   0               0
## routing by layer
metal,vias to the layer above,wire length [um],track usage
met5,-,36,0
met4,6,314,0.00714
met3,20,2650,0.0283
met2,222,4860,0.0532
met1,898,5410,0.0480
li1,818,-,-
## cell families after synthesis
group	Yosys count	synth area share
buffers and inverters	10	0.0619
multiplexers	48	0.938
## layout by cell type, fill, tap and decap left out, drive strengths merged
cell type,count
dlygate4sd2,184
mux4,48
buf,69
diode,4
clkdlybuf4s50,8
## what timing repair did
action                     CTS  global route
gates resized              349             0
setup endpoints to repair   48            48
buffers inserted             6             1
cloned                       2             0
## worst max-delay path: stages
cell	delay, ns
sky130_fd_sc_hd__clkdlybuf4s50_1	0.41
sky130_fd_sc_hd__mux4_2	0.47
sky130_fd_sc_hd__buf_6	0.16
## path summary, 6_finish.rpt
path	from	to	slack, ns	cells past startpoint
max	first[47]	out[47]	-0.16	3
min	fourth[31]	out[31]	1.08	3
## layout make-up
cell class	instances	area (um^2)	share of cell area
Antenna cell	4	10.0	0.00236
Multi-Input combinational cell	48	1080	0.255
Tap cell	704	881	0.207
Timing Repair Buffer	261	2270	0.536
Power figures rest on the tool's default switching activity, not on a simulated workload.
